--- flow/config.mk ---
export PLATFORM = sky130hd
export DESIGN_NAME = IC2
export DESIGN_NICKNAME = IC2
export VERILOG_FILES = /design/flow/design.v
export SDC_FILE = /design/flow/constraint.sdc
export NUM_CORES = 4
export LEC_CHECK = 1
export CORE_UTILIZATION = 40
--- flow/constraint.sdc ---
current_design IC2

set clk_period 5.6
set clk_io_pct 0.2

create_clock -name clk0 -period $clk_period [get_ports {sys_clock}]

set non_clock_inputs [all_inputs -no_clocks]
set_input_delay [expr $clk_period * $clk_io_pct] -clock clk0 $non_clock_inputs
set_output_delay [expr $clk_period * $clk_io_pct] -clock clk0 [all_outputs]
--- flow/design.v ---
`timescale 1ns / 1ps
module IC2 #(parameter freq = 66)
(inout wire SDA,  
inout wire SCL,  
input wire sys_clock,  
input wire reset,  
input wire [31:0] ctrl_data,  
input wire wr_ctrl,  
output reg [31:0] status  
);
reg float_sda;  
reg float_scl;  
wire sda_in;  
wire scl_in;  
assign scl_in = SCL;
assign SCL = float_scl ? 1'b1 : 1'b0;
assign sda_in = SDA;
assign SDA = float_sda ? 1'b1 : 1'b0;
localparam t_hd_sta = 4 * freq,  
t_low = 5 * freq,  
t_high = 5 * freq,  
t_su_sta = 5 * freq,  
t_su_dat = (freq >> 2) + 1,  
t_hold = (freq >> 1) + 1,  
t_su_sto = 4 * freq;  
localparam time_width = clogb2(t_low + 1);  
reg [time_width-1:0] timer;
function integer clogb2;
input [31:0] value;
begin
value = value - 1;
for (clogb2 = 0; value > 0; clogb2 = clogb2 + 1)
value = value >> 1;
end
endfunction
reg [31:0] ctrl_reg;  
reg [26:0] shift_reg;  
reg [4:0] bit_count;  
reg [3:0] state;  
reg [3:0] rtn_state;  
reg sda, scl;  
reg wr_cyc;  
reg [7:0] read_data;  
reg [3:0] scl_startup_count;  
reg [3:0] sda_sr, scl_sr;
always @ (posedge sys_clock or posedge reset)
if (reset)
begin
sda_sr <= 4'b1111;  
sda <= 1;
scl_sr <= 4'b1111;  
scl <= 1;
end
else
begin
sda_sr <= {sda_sr[2:0], sda_in};
if (sda_sr == 4'b0000) sda<= 0;
else if (sda_sr == 4'b1111) sda<= 1;
scl_sr <= {scl_sr[2:0], scl_in};
if (scl_sr == 4'b0000) scl<= 0;
else if (scl_sr == 4'b1111) scl<= 1;
end
localparam pre_start_up = 0,
start_up = 1,
idle = 2,
start = 3,
clock_low = 4,
shift_data = 5,
clock_high = 6,
stop = 7,
spin = 15;
always @ (posedge sys_clock or posedge reset)
if (reset)
begin
timer <= t_low;
state <= pre_start_up;
rtn_state <= pre_start_up;
ctrl_reg <= 0;
status <= 32'h84000000;  
shift_reg <= {27{1'b1}};
bit_count <= 0;
float_sda <= 1;
float_scl <= 1;
wr_cyc <= 1;
read_data <= 0;
scl_startup_count <= 0;
end
else
begin
if (wr_ctrl)
begin
if (status[31])  
begin
status[27] <= 1;  
end
else  
begin
ctrl_reg <= ctrl_data;
status[27] <= 0;  
end
end
case (state)
pre_start_up:
begin
if (timer == 0)  
begin
if (float_scl)
begin
if (sda&& (scl_startup_count == 12))  
begin
scl_startup_count <= 0;
state <= start_up;
end
else
begin
float_scl <= 0;  
timer <= t_low;
scl_startup_count<= scl_startup_count + 1;
end
end
else  
begin
float_scl <= 1;  
timer <= t_low;
end
end
else if (scl | !float_scl)  
begin
timer <= timer - 1;
end
end
start_up:
begin
if (timer == 0)  
begin
timer <= t_low;
scl_startup_count<= scl_startup_count + 1;
if (scl_startup_count == 2) float_sda<= 0;  
if (scl_startup_count == 12) float_sda<= 1;  
if (scl_startup_count == 15) state <= idle;
end
else
begin 
timer <= timer - 1;
end
end
idle:
begin
float_sda <= 1;
float_scl <= 1;
wr_cyc <= 1;
status[31] <= 0;  
status[26] <= 0;  
if (wr_ctrl& !status[31])  
begin
state <= start;
status[31] <= 1;  
end
end
start:
begin
float_sda <= 0;
float_scl <= 1;
if (!sda)  
begin
if (ctrl_reg[31])  
if (wr_cyc)
shift_reg <= {ctrl_reg[23:17],1'b0,1'b1,ctrl_reg[15:8],1'b1,ctrl_reg[30],7'b0,1'b0};
else
shift_reg <= {ctrl_reg[23:17],1'b1,1'b1,8'hff,1'b1,8'b0,1'b0};
else  
shift_reg <= {ctrl_reg[23:17],1'b0,1'b1,ctrl_reg[15:8],1'b1,ctrl_reg[7:0],1'b1};
bit_count <= 0;
timer <= t_hd_sta;  
rtn_state <= clock_low;
state <= spin;
end
end
clock_low:
begin
float_scl <= 0;
if (!scl)  
begin
timer<= t_hold;  
rtn_state<= shift_data;
state<= spin;
end
end
shift_data:
begin
float_sda <= shift_reg[26];
shift_reg <= {shift_reg[25:0],1'b0};  
timer<= t_low;  
rtn_state<= clock_high;
state<= spin;
end
clock_high:
begin
float_scl <= 1;
if (scl)
begin
bit_count <= bit_count + 1;
if (bit_count == 8)  
begin
status[30] <= sda;  
end
else if ((bit_count == 17) &wr_cyc || (bit_count == 26))  
begin
status[29] <= sda;  
end
if ((bit_count == 18) &ctrl_reg[31]  
|| (bit_count == 27))  
begin
timer<= t_su_sto;  
rtn_state<= stop;
state<= spin;
end
else
begin
if (bit_count != 17) read_data<= {read_data[6:0],sda};  
timer<= t_high;  
rtn_state<= clock_low;
state<= spin;
end
end
end
stop:
begin
float_sda <= 1;  
if (sda)
begin
if (ctrl_reg[31])  
begin
if (wr_cyc)  
begin
if (ctrl_reg[30])  
timer<= t_su_sta - t_su_sto;
else
timer<= t_su_sta;
rtn_state<= start;
end
else
begin
status[7:0] <= read_data;
status[28] <= 1;
timer<= t_su_sta;  
rtn_state<= idle;  
end
wr_cyc<= 0;
state<= spin;
end
else  
begin
status[28] <= 0;
timer<= t_su_sta;  
rtn_state<= idle;  
state<= spin;
end
end
end
spin:
begin
if (timer > 0)
begin
timer<= timer - 1;
end
else
begin
state<= rtn_state;
end
end
endcase
end
endmodule
`default_nettype wire
--- flow/run.sh ---
#!/bin/bash
# OpenROAD 26Q1-2900-gdf79404cd8, Yosys 0.63+post, stock flow scripts
make -C /OpenROAD-flow-scripts/flow DESIGN_CONFIG=/design/flow/config.mk WORK_HOME=/design/flow/orfs finish
==> results.txt <==
run metrics: status did not finish, Halt Stage clock tree synthesis (4_1_cts), Run Error [error] [KeplerFormal.cpp:679] Workflow failed: Iso has multiple drivers: .SCL0, SCL$_DFFE_PP1P_.Q0, placed instance area 6170 um^2, DIE HEIGHT 122 um, Longest Clk Path Bufs 2, most common cell in the netlist dfrtp_1, Detail Placement HPWL 7.29 mm, clk sinks roughly 110, asr flop ratio synth 100%, top cells, area dfrtp_1 29%, dfstp_2 21%, mux2_2 9.3%, Yosys warnings 11, Top-area cell share 28.9%, post-CTS resize count 0, Hold Buf Count CTS 0, FP Util 41.0%, IO buf count 41, largest area contributor in the netlist dfrtp_1, # Cells Yosys 535, Synth Register Bits 112, Die W 122 um, H-tree depth 3, Synth cell types between 60 and 70, Row Count 43, postcts setup bufs 0, yosys synthesis chip area 5710 um^2, Syn Inst Count 535, Avg Cell Area, Syn 10.7 um^2, TritonCTS Buffers 9, synthesized area around 5700 um^2, Placer Congestion 0.838, post-synth tally of flip-flops with integrated enable 0, Seq share, synth 50.1%, root buffer cell clkbuf_16, # IOs 69, Post-synth top cells 66 x dfrtp_1, 48 x nor2_1, 47 x mux2_2, 46 x dfstp_2, 39 x nand2_1, main flop type dfrtp_1
[per-stage QoR]
stage          worst slack, ps  std cells  hold WS (ps)  util, %  power (mW)
2_1_floorplan             1600        552           352        -       0.908
3_3_place_gp              2330        731           356     44.3       0.932
3_5_place_dp              2300        731           359     44.3       0.934
[cells by family after synthesis]
logic type / share of synthesized area (%)
AND/OR/NAND/NOR: 16.2
AND-OR/OR-AND: 14.6
flip-flops: 50.1
buffers and inverters: 6.48
multiplexers: 10.1
adder cells (fa/ha/maj): 1.97
XOR/XNOR: 0.460
other: 0.0656
Power is estimated from default activity; no workload was simulated.
